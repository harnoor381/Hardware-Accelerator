`design/flow/config.mk`:
```
export PLATFORM = sky130hd
export DESIGN_NAME = dotopt
export DESIGN_NICKNAME = dotopt
export VERILOG_FILES = /design/flow/design.v
export SDC_FILE = /design/flow/constraint.sdc
export NUM_CORES = 4
export LEC_CHECK = 1
export CORE_UTILIZATION = 40
```
`design/flow/constraint.sdc`:
```
current_design dotopt

set clk_period 24.0
set clk_io_pct 0.2

create_clock -name clk0 -period $clk_period [get_ports {clk}]

set non_clock_inputs [all_inputs -no_clocks]
set_input_delay [expr $clk_period * $clk_io_pct] -clock clk0 $non_clock_inputs
set_output_delay [expr $clk_period * $clk_io_pct] -clock clk0 [all_outputs]
```
`design/flow/design.v`:
```
module dotopt(input logic clk, input logic rst_n,
           output logic slave_waitrequest,
           input logic [3:0] slave_address,
           input logic slave_read, output logic [31:0] slave_readdata,
           input logic slave_write, input logic [31:0] slave_writedata,
           input logic master_waitrequest,
           output logic [31:0] master_address,
           output logic master_read, input logic [31:0] master_readdata, input logic master_readdatavalid,
           output logic master_write, output logic [31:0] master_writedata,
           input logic master2_waitrequest,
           output logic [31:0] master2_address,
           output logic master2_read, input logic [31:0] master2_readdata, input logic master2_readdatavalid,
           output logic master2_write, output logic [31:0] master2_writedata);
    logic [31:0] weight_base;
    logic [31:0] vector_base;
    logic [31:0] length;
    logic [31:0] addr_index;
    logic signed [31:0] temp_weight; 
    logic signed [31:0] temp_vector; 
    logic signed [63:0] product;     
    logic signed [31:0] sum;         
    enum{IDLE, READBOTH, WAITBOTH, COMPUTE, DONE} present_state;
    assign slave_readdata = (slave_read && slave_address == 4'd0) ? sum : 32'b0;
	 assign product = temp_weight * temp_vector;
    always_ff @(posedge clk) begin
        if (~rst_n) begin
            present_state <= IDLE;
				slave_waitrequest <= 1'b0;
				master_write <= 1'b0;
				master2_write <= 1'b0;
				addr_index <= 32'b0;
				weight_base <= 32'b0;
				vector_base <= 32'b0;
				length <= 32'b0;
		  end
        else begin
            case(present_state)
				IDLE: begin
                addr_index <= 32'd0;
                if (slave_write) begin
                    sum <= 32'b0;       
                    case(slave_address)
                    4'd0: begin 
                        present_state <= READBOTH;  
                        slave_waitrequest <= 1'b1;          
                    end
                    4'd2: weight_base <= slave_writedata;   
                    4'd3: vector_base <= slave_writedata;   
                    4'd5: length <= slave_writedata;        
                    endcase
                end
            end
            READBOTH: begin
                if (addr_index < length) begin
                    master_read <= 1'b1;
                    master2_read <= 1'b1;
                    master_address <= weight_base + addr_index * 4;
                    master2_address <= vector_base + addr_index * 4;
                    present_state <= WAITBOTH;
                end
                else
                    present_state <= DONE;
            end
            WAITBOTH: begin
                if (master_waitrequest == 1'b0 && master2_waitrequest == 1'b0) begin
                    if (master_readdatavalid == 1'b1 && master2_readdatavalid == 1'b1) begin
                        master_read <= 1'b0;
                        master2_read <= 1'b0;
                        temp_weight <= master_readdata;   
                        temp_vector <= master2_readdata;
                        present_state <= COMPUTE;
                    end
                end
            end
            COMPUTE: begin
                sum <= sum + product[47:16]; 
                present_state <= READBOTH;
                addr_index <= addr_index + 1; 
            end
            DONE: begin
                slave_waitrequest <= 1'b0;
                present_state <= IDLE;
            end
            endcase
        end
    end
endmodule: dotopt
```
`design/flow/run.sh`:
```
#!/bin/bash
# OpenROAD 26Q1-2900-gdf79404cd8, Yosys 0.63+post, stock flow scripts
make -C /OpenROAD-flow-scripts/flow DESIGN_CONFIG=/design/flow/config.mk WORK_HOME=/design/flow/orfs finish
```
==> flow_metrics.env <==
# yosys + openroad results
export IMPL_slowest_stage="clkdlybuf4s50_1"
export IMPL_synth_seq_share=0.170
export IMPL_arrival_ns=6.66
export IMPL_topCombFamilyByArea="adder cells"
export IMPL_dieArea_mm2=0.112
export IMPL_insertion_delay_ns=0.62
export IMPL_critPathMaxFanout=19
export IMPL_portBuffers=206
export IMPL_ys_warn_count=65
export IMPL_end_kind="primary output"
export IMPL_top_cells_by_count="inv_1, fa_1, nand2_1"
export IMPL_fin_setup_tns_ns=0
export IMPL_hold_violations=0
export IMPL_drt_iter0_drc=1238
export IMPL_cts_sinks=295
export IMPL_syn_area_mm2=0.0443
export IMPL_hold_path_cell_count=0
export IMPL_grt_use_met2=0.329
export IMPL_syn_inst=4709
export IMPL_worst_slew_pin_slew_ns=0.847
export IMPL_top_cell_area_share=0.380
export IMPL_aoi_share=0.0650
export IMPL_fin_crit_ns=11.46
export IMPL_fmax_mhz=87.3
export IMPL_first_global_vias=32500
export IMPL_critPathBufInv=3
export IMPL_ctsRootBufferMaster="clkbuf_16"
export IMPL_htreeDepth=2
export IMPL_ant_nets=0
export IMPL_drive_above_1_share=0.0377
export IMPL_fin_util=0.449
export IMPL_irDropWorstVdd_mv=0.0509
export IMPL_min_to="master2_address[1]$_DFFE_PP_"
export IMPL_rsz0062_at_grt="false"
export IMPL_routabilityCongestion=0.918
export IMPL_ff_type="edfxtp_1"
export IMPL_cp_slowest_stage_delay_ns=0.52
export IMPL_syn_area_per_cell_um2=9.41
export IMPL_ys_area_mm2=0.0443
export IMPL_timing_rr_end="sum[29]$_SDFFCE_PN0P_"
export IMPL_antenna_found_initial=5
export IMPL_ys_async_sr_fraction=0
export IMPL_cp_required_ns=19.20
export IMPL_drt_pre_antenna_iters=5
export IMPL_r2r_cells=39
export IMPL_ys_ff=295
export IMPL_wl_per_cell_um=18.0
export IMPL_yosysUniqueCellTypes=73
export IMPL_initial_core_util=0.406
export IMPL_drcViolationCount=0
export IMPL_leakage_nw=22.8
export IMPL_fin_worst_skew_ns=0.0481
export IMPL_powerDensity_mw_per_mm2=26.6
export IMPL_mux_share=0.00226
export IMPL_top_area_cell="fa_1"
export IMPL_post_drt_via_cell_ratio=4.91
export IMPL_wl_mm=114
export IMPL_ys_sh_adder=0.461
export IMPL_grt_pass1_wl_mm=184
export IMPL_relSlewSlack=0.434
export IMPL_grt_overflow_total=0
export IMPL_maxCapViolCount=0
export IMPL_hold_class="flop to flop"
export IMPL_crit_chain="clkdlybuf4s50_1, nor4_2, buf_4, and3_1, clkdlybuf4s50_1"
export IMPL_crit_path_start_kind="input port"
export IMPL_vias=31000
export IMPL_ys_cells=4709
export IMPL_synthSimpleGateAreaFrac=0.169
export IMPL_topCellsByArea="fa_1, edfxtp_1, ha_1"
export IMPL_grt_max_degree=70
export IMPL_warnings=29
export IMPL_holdBufCountCts=0
export IMPL_chipWidth_um=335
export IMPL_cts_tree="built"
export IMPL_finalCritPeriodShare=0.477
export IMPL_area_delta_synth_final_pct=10.8
export IMPL_hold_path_startpoint="vector_base[1]$_SDFFE_PN0P_"
export IMPL_edf_count=161
export IMPL_reg2reg_slack_ns=13.40
export IMPL_use_met3=0.0933
export IMPL_cts_inserted_buffers=38
export IMPL_grt_usage=0.226
export IMPL_rows=121
export IMPL_top_usage_layer="met1"
export IMPL_post_cts_resized=0
export IMPL_dp_hpwl_mm=86.8
export IMPL_grtUsageMet1=0.339
export IMPL_critical_path_top_delay_family="buffers and inverters"
export IMPL_dieHeight_um=335
export IMPL_r2r_start="temp_vector[12]$_DFFE_PP_"
export IMPL_run_status="completed"
export IMPL_cts_buffer_depth=3
export IMPL_finalSetupViolations=0
export IMPL_synth_xor_area_share=0.0296
export IMPL_clk_pin_slew_ns=0.06
export IMPL_cts_setup_buffers=0
export IMPL_fillCellCount=10400
export IMPL_top_cell="inv_1"
export IMPL_finalMaxSlewViolations=0
export IMPL_pin_count=273
export IMPL_fp_coreArea_mm2=0.109
export IMPL_critical_path_class="input port to primary output"
export IMPL_critPathMostFrequentCell="clkdlybuf4s50_1"
## final cells by class
type	count	area, um2	share of cell area
well taps	1476	1850	0.0376
inverters	876	3290	0.0670
multi-input cells	3322	32500	0.662
flip-flops and latches	295	7520	0.153
clock buffers	50	1060	0.0216
repair buffers	286	2660	0.0542
clock inverters	19	233	0.00474
diodes	2	5.00	0.000102
## worst max-delay path by stage
stage | startpoint | end | slack [ns] | depth (start not counted)
finish | slave_address[0] | slave_readdata[19] | 12.54 | 5
CTS | slave_address[0] | slave_readdata[19] | 12.53 | 5
global route | slave_address[1] | slave_readdata[19] | 12.41 | 5
## stage by stage
step	cells	setup slack [ns]	hold slack [ns]	instance area, um2	power (mW)
final	6326	12.54	0.431	49100	1.31
after global routing	6326	12.41	0.446	49100	1.36
after CTS	6324	12.53	0.430	49100	1.33
after detailed placement	6255	12.55	0.416	47800	0.711
after global placement	6255	12.58	0.413	47800	0.711
after floorplan	4774	13.42	0.408	44600	0.660
## cell usage in the layout, fill, tap and decap left out, types with 66 or more instances in the layout
| master | n |
|---|---|
| and2_1 | 515 |
| nand2_1 | 662 |
| nor2_1 | 93 |
| a21o_1 | 74 |
| fa_1 | 841 |
| inv_1 | 875 |
| edfxtp_1 | 161 |
| a21oi_1 | 216 |
| ha_1 | 288 |
| buf_4 | 80 |
| dfxtp_1 | 134 |
| xnor2_1 | 112 |
| clkdlybuf4s50_1 | 206 |
| conb_1 | 66 |
## sequential cells by signal, indices dropped and copies added, names as in the netlist
register,flops
sum,32
master2_read,1
master2_address,32
temp_vector,32
weight_base,32
master_address,32
present_state,5
addr_index,32
vector_base,32
temp_weight,32
slave_waitrequest,1
length,32
## layer usage
| metal | vias up | wire, um | share of wire |
|---|---|---|---|
| li1 | 14500 | - | - |
| met1 | 15600 | 49700 | 0.44 |
| met2 | 925 | 51100 | 0.45 |
| met3 | 89 | 11300 | 0.099 |
| met4 | 2 | 1780 | 0.016 |
| met5 | - | 69 | 0.00061 |
## report_power, final
part	leakage, nW	switching (mW)	internal (mW)
combinational	19.6	0.0888	0.0737
clock	0.635	0.249	0.357
sequential	2.58	0.00394	0.534
## cell families after synthesis
group | Yosys count
simple gates | 1502
buf+inv | 1157
fa+ha+maj | 1129
compound gates | 466
flops | 295
xor+xnor | 150
mux | 9
other cells | 1
Power is estimated from default activity; no workload was simulated.

<file path="/design/flow/config.mk">
export PLATFORM = sky130hd
export DESIGN_NAME = dot
export DESIGN_NICKNAME = dot
export VERILOG_FILES = /design/flow/design.v
export SDC_FILE = /design/flow/constraint.sdc
export NUM_CORES = 4
export LEC_CHECK = 1
export CORE_UTILIZATION = 30
</file>
<file path="/design/flow/design.v">
module dot(
    input logic clk,
    input logic rst_n,
    output logic slave_waitrequest,
    input logic [3:0] slave_address,
    input logic slave_read,
    output logic [31:0] slave_readdata,
    input logic slave_write,
    input logic [31:0] slave_writedata,
    input logic master_waitrequest,
    output logic [31:0] master_address,
    output logic master_read,
    input logic [31:0] master_readdata,
    input logic master_readdatavalid,
    output logic master_write,            
    output logic [31:0] master_writedata  
);
    logic [31:0] weight_addr;
    logic [31:0] input_addr;
    logic [31:0] vector_length;
	 logic signed [63:0] product_full;
    logic [31:0] element_index;
    logic signed [63:0] accumulator;
    logic signed [31:0] temp_weight;
    logic signed [31:0] temp_input;
    typedef enum logic[2:0] {IDLE, READ_WEIGHT, WAIT_WEIGHT_READ, READ_INPUT, WAIT_INPUT_READ, COMPUTE, ACCUMULATE} state_t;
    state_t present_state;
	 assign slave_readdata = ((slave_address == 4'd0) && slave_read) ? accumulator : 32'd0;
    always_ff @(posedge clk) begin
        if (~rst_n) begin
            present_state <= IDLE;
            weight_addr <= 32'd0;
            input_addr <= 32'd0;
            vector_length <= 32'd0;
            element_index <= 32'd0;
            accumulator <= 64'd0;
            temp_weight <= 32'd0;
            temp_input <= 32'd0;
            master_read <= 1'b0;
            master_write <= 1'b0;
            master_address <= 32'd0;
				slave_waitrequest <= 1'b0;
				product_full <= 64'd0;
        end else begin
            case (present_state)
                IDLE: begin
                    master_read <= 1'b0;
                    master_write <= 1'b0;
                    if (slave_write) begin
                        case (slave_address)
                            4'd0: begin
										  slave_waitrequest <= 1'b1;
										  present_state <= READ_WEIGHT;
										  element_index <= 0;
										  accumulator <= 64'd0;
                            end
                            4'd2: weight_addr <= slave_writedata;
                            4'd3: input_addr <= slave_writedata;
                            4'd5: vector_length <= slave_writedata;
                        endcase
                    end
                end
                READ_WEIGHT: begin
						  master_write <= 1'b0;
                    if (element_index < vector_length) begin
									present_state <= WAIT_WEIGHT_READ;
									master_read <= 1'b1;
									master_address <= weight_addr + element_index * 4;
                    end else begin
									slave_waitrequest <= 1'b0;
									present_state <= IDLE;
                    end	
                end
                WAIT_WEIGHT_READ: begin
                    if (master_readdatavalid && !master_waitrequest) begin
                        temp_weight <= master_readdata;
                        master_read <= 1'b0;
                        present_state <= READ_INPUT;
                    end
                end
                READ_INPUT: begin
                    master_read <= 1'b1;
                    master_address <= input_addr + element_index * 4;
                    present_state <= WAIT_INPUT_READ;
                end
                WAIT_INPUT_READ: begin
                    if (master_readdatavalid && !master_waitrequest) begin
                        temp_input <= master_readdata;
                        master_read <= 1'b0;
                        present_state <= COMPUTE;
                    end
                end
                COMPUTE: begin
                    product_full <= temp_weight * temp_input;  
						  present_state <= ACCUMULATE;
					 end
					 ACCUMULATE: begin 
						  accumulator <= accumulator + product_full[47:16];         
						  element_index <= element_index + 1;
						  present_state <= READ_WEIGHT;				 
					 end
                default: present_state <= IDLE;
            endcase
        end
    end	 
endmodule
</file>
<file path="/design/flow/constraint.sdc">
current_design dot

set clk_period 20.1
set clk_io_pct 0.2

create_clock -name clk0 -period $clk_period [get_ports {clk}]

set non_clock_inputs [all_inputs -no_clocks]
set_input_delay [expr $clk_period * $clk_io_pct] -clock clk0 $non_clock_inputs
set_output_delay [expr $clk_period * $clk_io_pct] -clock clk0 [all_outputs]
</file>
<file path="/design/flow/run.sh">
#!/bin/bash
# OpenROAD 26Q1-2900-gdf79404cd8, Yosys 0.63+post, stock flow scripts
make -C /OpenROAD-flow-scripts/flow DESIGN_CONFIG=/design/flow/config.mk WORK_HOME=/design/flow/orfs finish
</file>
==> impl_metrics.env <==
# physical design summary
export IMPL_drive_gt1_share_pct=4.34
export IMPL_hpwl_um=89900
export IMPL_arrival_ns=5.86
export IMPL_yosys_warnings=33
export IMPL_end_kind="primary output"
export IMPL_fin_hold_ws_ns=0.448
export IMPL_edf_count=0
export IMPL_place_congestion=0.905
export IMPL_clock_sinks=297
export IMPL_drv_cap=0
export IMPL_path_class="input port to primary output"
export IMPL_crit_fanout=33
export IMPL_setup_ws_ns=10.22
export IMPL_post_cts_buffers=0
export IMPL_dp_cells=6837
export IMPL_rsz0062_at_grt="false"
export IMPL_die_h_um=384
export IMPL_ys_seq_share_pct=13.6
export IMPL_grt_use_total_pct=17.7
export IMPL_via_per_inst=4.66
export IMPL_largest_area_cell="fa_1"
export IMPL_top_cell_area_share_pct=38.4
export IMPL_firstDrtPassIters=5
export IMPL_first_iter_violations=1513
export IMPL_ctsHtreeMaxLevel=2
export IMPL_wl_um=119000
export IMPL_hold_violations=0
export IMPL_vdd_drop_max_uv=51.7
export IMPL_wl_per_cell_um=17.2
export IMPL_clockBufferDepth=3
export IMPL_setup_violations=0
export IMPL_flop_cell="dfxtp_1"
export IMPL_vias=32200
export IMPL_cp_start_kind="input port"
export IMPL_yosysCellCount=4981
export IMPL_cts_resized=0
export IMPL_status="finished clean"
export IMPL_seq_area_um2=5950
export IMPL_preCtsSetupSlack_ns=10.20
export IMPL_ys_top_cells_by_count="874 x inv_1, 849 x nand2_1, 840 x fa_1, 459 x and2_1, 297 x dfxtp_1"
export IMPL_fillers=14500
export IMPL_yosysMostFrequentCell="inv_1"
export IMPL_min_period_ns=9.88
export IMPL_fp_util_pct=30.4
export IMPL_mi_logic_area_um2=33400
export IMPL_syn_avg_cell_area_um2=8.80
export IMPL_netlist_area_um2=43800
export IMPL_clockRootBuffer="clkbuf_16"
export IMPL_cp_required_ns=16.08
export IMPL_grt_overflow_total=0
export IMPL_yosysUniqueCellTypes=80
export IMPL_fmax_ghz=0.101
export IMPL_fin_util_pct=33.5
export IMPL_tightest_slew_ns=0.904
export IMPL_syn_to_final_growth_pct=10.3
export IMPL_cts_tree="yes"
export IMPL_fin_crit_sh_pct=49.1
export IMPL_portBuffers=139
export IMPL_grt_pass1_wl_um=195000
export IMPL_hold_path_class="flip-flop to flip-flop"
export IMPL_leakage_nw=21.6
export IMPL_drc=0
export IMPL_holdBufCountCts=0
export IMPL_fin_tns_setup_ns=0
export IMPL_ys_flops=297
export IMPL_synth_area_top_cells="fa_1 38%, dfxtp_1 14%, inv_1 7.5%"
export IMPL_finalPower_mw=1.34
export IMPL_die_area_um2=148000
export IMPL_clk_latency_ns=0.61
export IMPL_die_width_um=384
export IMPL_syn_instance_count=4981
export IMPL_design_area_um2=48300
export IMPL_grt_max_degree=75
export IMPL_grt_antenna_before_repair=8
export IMPL_numCtsBuffers=37
export IMPL_rows=139
export IMPL_drv_slew=0
export IMPL_warning_count=25
export IMPL_post_dp_cell_area_um2=47100
export IMPL_layout_cells_non_filler=6906
export IMPL_core_area_um2=144000
export IMPL_clock_skew_ns=0.0372
export IMPL_ant_nets=0
export IMPL_maxSlewHeadroom_pct=39.7
export IMPL_ys_area_um2=43800
export IMPL_path_clk_slew_ns=0.06
export IMPL_p_per_area_nw_per_um2=27.8
export IMPL_async_reset_ff_share_pct=0
export IMPL_grt_pass1_vias=34400
export IMPL_ioPinCount=173
registers in the layout, indices dropped and copies added, names as in the netlist:
signal and flops:
present_state 7, weight_addr 32, product_full 32, input_addr 32, element_index 32, slave_waitrequest 1, accumulator 32, master_read 1
temp_input 32, master_address 32, temp_weight 32, vector_length 32
where the power goes:
group          internal (mW)  leakage, nW  total [mW]  switching, mW
clock                  0.405        0.609       0.700          0.295
sequential             0.592         2.39       0.593        0.00163
combinational         0.0209         18.6      0.0514         0.0305
kinds of logic (layout without fill, tap and decap cells):
family	Yosys count	in the layout	share of synthesized area [%]
simple gates	1655	1655	17.9
buf+inv	1181	1167	10.5
fa+ha+maj	1095	1095	45.7
compound gates	520	520	7.46
flops	297	297	13.6
xor+xnor	154	154	3.08
mux	78	78	1.86
other cells	1	37	0.00856
layout by cell type (no fill, tap or decap), types with 16 or more instances in the layout:
cell / n
dfxtp_1: 295
a21oi_1: 253
nor2_1: 164
inv_1: 874
fa_1: 840
and3_1: 46
a22oi_1: 18
ha_1: 255
nand4_1: 28
mux2i_1: 50
nand3_1: 38
o21bai_1: 21
nand2b_1: 16
buf_4: 87
a21o_1: 60
a211oi_1: 17
o21ai_0: 51
conb_1: 33
xnor2_1: 89
nand2_1: 849
clkdlybuf4s50_1: 139
clkbuf_16: 37
mux2_2: 28
and2_1: 459
xor2_1: 65
worst max-delay path: stages:
cell	delay (ns)
clkdlybuf4s50_1	0.52
nor4_2	0.29
buf_4	0.34
and3_1	0.21
clkdlybuf4s50_1	0.46
final timing paths:
path / startpoint / endpoint / slack, ns / cells after the start
max reg2reg: temp_input[7]$_SDFFE_PN0P_ / product_full[35]$_SDFFE_PN0P_ / 11.47 / 26
max: slave_address[0] / slave_readdata[6] / 10.22 / 5
min reg2reg: vector_length[14]$_SDFFE_PN0P_ / vector_length[14]$_SDFFE_PN0P_ / 0.45 / 2
min: vector_length[14]$_SDFFE_PN0P_ / vector_length[14]$_SDFFE_PN0P_ / 0.45 / 2
layer usage:
metal | global-route usage (%) | share of wire [%]
met4 | 3.11 | 2.1
met2 | 26.7 | 45
met3 | 8.32 | 11
met5 | 0 | 0.033
met1 | 23.9 | 42
final cells by class:
type	count	area share, %
multi-input combinational	3535	69.1
clock buffer	49	2.13
antenna	4	0.0207
sequential	297	12.3
inverter	876	6.82
tap	1903	4.92
timing repair buffer	226	4.23
clock inverter	16	0.461
Power and IR drop assume default switching activity.

<file path="./run.sh">
#!/bin/bash
# OpenROAD 26Q1-2900-gdf79404cd8, Yosys 0.63+post, stock flow scripts
make -C /OpenROAD-flow-scripts/flow DESIGN_CONFIG=/design/flow/config.mk WORK_HOME=/design/flow/orfs finish
</file>
<file path="./config.mk">
export PLATFORM = sky130hd
export DESIGN_NAME = wordcopy
export DESIGN_NICKNAME = wordcopy
export VERILOG_FILES = /design/flow/design.v
export SDC_FILE = /design/flow/constraint.sdc
export NUM_CORES = 4
export LEC_CHECK = 1
export CORE_UTILIZATION = 30
</file>
<file path="./constraint.sdc">
current_design wordcopy

set clk_period 12.8
set clk_io_pct 0.2

create_clock -name clk0 -period $clk_period [get_ports {clk}]

set non_clock_inputs [all_inputs -no_clocks]
set_input_delay [expr $clk_period * $clk_io_pct] -clock clk0 $non_clock_inputs
set_output_delay [expr $clk_period * $clk_io_pct] -clock clk0 [all_outputs]
</file>
<file path="./design.v">
module wordcopy(input logic clk, input logic rst_n,
                output logic slave_waitrequest,
                input logic [3:0] slave_address,
                input logic slave_read, output logic [31:0] slave_readdata,
                input logic slave_write, input logic [31:0] slave_writedata,
                input logic master_waitrequest,
                output logic [31:0] master_address,
                output logic master_read, input logic [31:0] master_readdata, input logic master_readdatavalid,
                output logic master_write, output logic [31:0] master_writedata);
    logic [31:0] dst_addr;
    logic [31:0] src_addr;
    logic [31:0] num_words;
    logic [31:0] word_offset;
    typedef enum logic[2:0]{IDLE, READ, WAITREAD, WRITE, WAITWRITE} state_t;
	 state_t present_state;
    assign slave_readdata = 32'b0;
    always @(posedge clk) begin
        if (~rst_n) begin
            present_state <= IDLE;
				slave_waitrequest <= 1'b0;
				dst_addr <= 32'd0;
				src_addr <= 32'd0;
				num_words <= 32'd0;
				word_offset <= 32'd0;
				master_read <= 1'b0;
				master_write <= 1'b0;
				master_address <= 32'd0; 
        end else begin
            case(present_state)
					IDLE: begin
						 word_offset <= 0;
						 if (slave_write) begin
							  case(slave_address)
							  4'd0: begin 
									present_state <= READ; 
									slave_waitrequest <= 1'b1;
							  end
							  4'd1: begin
									dst_addr <= slave_writedata;
									slave_waitrequest <= 1'b0;
							  end
							  4'd2: begin 
									src_addr <= slave_writedata;
									slave_waitrequest <= 1'b0;
							  end
							  4'd3: begin
									num_words <= slave_writedata;
									slave_waitrequest <= 1'b0;
							  end
							  endcase
						 end else slave_waitrequest <= 1'b0;
					end
					READ: begin
						 master_write <= 1'b0;
						 if (word_offset < num_words) begin
							  master_read <= 1'b1;
							  master_address <= src_addr + word_offset * 4;
							  present_state <= WAITREAD;
						 end else present_state <= IDLE;
					end
					WAITREAD: begin
						 if (!master_waitrequest) begin
							  master_read <= 1'b0;
							  present_state <= WRITE;
						 end
					end
					WRITE: begin
						 if (master_readdatavalid) begin
							  master_write <= 1'b1;
							  master_writedata <= master_readdata;
							  master_address <= dst_addr + word_offset * 4;
							  present_state <= WAITWRITE;
						 end
					end
					WAITWRITE: begin
						 if (!master_waitrequest) begin
							  master_write <= 1'b0;
							  word_offset <= word_offset + 1;
							  present_state <= READ;
						 end
					end	
           endcase
        end
    end
endmodule 
</file>
==> results.cfg <==
; generated from flow reports
[route]
antenna_cells = 0
routed_via_density = 4.77
drc = 0
routedWlPerCell_um = 14.8
drt_first_pass_iters = 6
wirelength_um = 26000
vias = 8337
postRouteAntennaNets = 0
drt_iter0_drc = 520

[pwr]
power_switching_uw = 292
power_mw = 1.27
power_leakage_nw = 4.34
p_comb_share_pct = 4.7
clock_power_share_pct = 44.5
power_density_nw_per_um2 = 103
intPower_uw = 974
p_seq_share_pct = 50.8
swShare_pct = 23.0
irDropWorstVdd_mv = 0.0898

[critical_path]
crit_buf_inv = 3
arrival_ns = 5.29
worstPathMaxFanout = 54
crit_family = buffers and inverters
path_cells = clkdlybuf4s50_1 > clkinv_2 > buf_4 > or2_2 > a31oi_1 > a31o_2
critPathCaptureType = register
critPathKind = in2reg
start_kind = input port
slowest_delay_ns = 0.91
crit_path_top_delay_cell = clkdlybuf4s50_1
critPathRequiredTime_ns = 13.17

[final_timing]
grt_setup_unrepaired = false
setup_viol = 0
hold_viol_final = 0
skew_ns = 0.0112
fin_setup_tns_ns = 0
relSlewSlack_pct = 54.1
hold_slack_ns = 0.453
drv_slew = 0
max_freq_mhz = 203
final_min_period_over_clock_period_pct = 38.4
period_needed_ns = 4.92
tightest_slew_ns = 0.686

[grt]
overflow = 0
grt_pass1_wl_um = 41200
grt_pass1_vias = 7725
grt_start_max_net_pins = 60
grt_usage_pct = 15.7
antenna_found_initial = 2

[floorplanning]
die_area_um2 = 34000
initCoreUtil_pct = 30.6
rows = 66
die_x_um = 185
ios = 173
die_height_um = 185
fp.coreArea_um2 = 32600

[logic_synthesis]
async_flop_share_pct = 0
topCellsByArea = dfxtp_1, edfxtp_1, nand2_1
netlist_area_um2 = 9990
ys_types = 64
seq_area_frac_synth_pct = 43.3
synth_area_leader_cell = dfxtp_1
synthesis.instances = 1179
synth_flop_count = 200
top_cells_by_count = nand2_1, dfxtp_1, a21oi_1
top_area_share_pct = 33.7
ff_type = dfxtp_1
ys_area_um2 = 9990
syn_area_per_cell_um2 = 8.48
synth-edff-count = 32
synth_top_cell_by_count = nand2_1
yosys_warnings = 1
ys_cells = 1179

[cells_and_area]
area_growth_pct = 23.4
fin_area_um2 = 12300
postLayoutCoreUtil_pct = 37.8
fillers = 3239
drive_gt1_share_pct = 7.12

[clock_network]
cts_hold_buf = 0
cts_made_buffers = 17
path_clk_slew_ns = 0.07
cts-resized-gates = 0
root_buffer = clkbuf_16
clock_tree.buffer_depth = 2
cts_tree = done
clock.latency.late_pin_ns = 0.43
h-tree-depth = 4
clock_sink_count = 200
post-cts-setup-buffer-count = 0

[job]
tool_warnings = 26
drv_cap = 0

[placement]
routabilityCongestion = 0.942
place_area_um2 = 11700
hpwlAfterDp_um = 18500
io_buffers = 139

[run_status]
status = finished clean

[hold_path]
min_path_type = reg2reg
## path summary, 6_finish.rpt
kind	start	end	slack, ns	cells past startpoint
worst max-delay path	rst_n	master_address[24]	7.88	6
worst min-delay path	src_addr[30]	src_addr[30]	0.45	2
worst max register to register	present_state[4]	master_address[25]	8.86	11
worst min register to register	src_addr[30]	src_addr[30]	0.45	2
## worst reg2reg max path: cells and delay by family (launching register included)
kind | cells | cell delay (ns)
simple gates | 2 | 0.72
flops | 1 | 0.31
fa+ha+maj | 1 | 0.33
buf+inv | 1 | 0.47
mux | 1 | 0.46
compound gates | 6 | 1.55
## power groups by stage
stage	sequential (mW)	clock [mW]	combinational (mW)
after global routing	0.644	0.605	0.0658
final	0.643	0.563	0.0598
after CTS	0.643	0.576	0.0604
## flip-flops by register name, indices dropped and copies added, names as in the netlist
signal and flops:
word_offset 32, dst_addr 32, master_writedata 32, master_address 32, master_read 1, src_addr 32
master_write 1, present_state 5, num_words 32, slave_waitrequest 1
## per-stage QoR
stage          std cells  worst slack [ns]
2_1_floorplan       1210              7.99
3_3_place_gp        1717              7.43
3_5_place_dp        1717              7.48
4_1_cts             1749              7.91
5_1_grt             1749              7.72
6_report            1749              7.88
## layout make-up
| cell class | count | area, um2 | share of cell area [%] |
|---|---|---|---|
| Inverter | 42 | 159 | 1.29 |
| Tap cell | 442 | 553 | 4.49 |
| Multi-Input combinational cell | 882 | 5190 | 42.1 |
| Timing Repair Buffer | 151 | 1480 | 12.0 |
| Clock buffer | 18 | 439 | 3.56 |
| Sequential cell | 200 | 4320 | 35.1 |
| Clock inverter | 14 | 179 | 1.45 |
## layout by cell type, fill, tap and decap left out, types with 5 or more instances in the layout
| cell | count |
|---|---|
| nand2_1 | 234 |
| a211oi_1 | 10 |
| clkbuf_16 | 17 |
| and4_1 | 6 |
| xnor2_1 | 23 |
| nand2b_1 | 7 |
| and3_1 | 6 |
| nand3_1 | 29 |
| ha_1 | 61 |
| o21a_1 | 6 |
| a21o_1 | 9 |
| o211ai_1 | 7 |
| clkdlybuf4s50_1 | 139 |
| a21oi_1 | 153 |
| nor2_1 | 100 |
| conb_1 | 32 |
| inv_1 | 41 |
| mux2i_1 | 10 |
| buf_4 | 12 |
| mux2_2 | 29 |
| or3_1 | 9 |
| nor2b_1 | 8 |
| nand4_1 | 11 |
| nor3_1 | 11 |
| dfxtp_1 | 168 |
| o21ai_0 | 37 |
| edfxtp_1 | 32 |
| xor2_1 | 20 |
| o31ai_1 | 5 |
| a31oi_1 | 6 |
## cells by family (layout without fill, tap and decap cells)
family	Yosys count	in the layout	share of synthesized area, %
AOI/OAI and AO/OA	265	265	15.4
xor gates and xnor gates	43	43	3.77
adders and majority gates	62	62	7.84
buffers and inverters	128	225	6.06
DFF	200	200	43.3
muxes	39	39	4.27
other	1	32	0.0375
and+or+nand+nor	441	441	19.3
## layer usage
| metal | share of wire, % | track usage [%] | routed length [um] |
|---|---|---|---|
| met2 | 47 | 25.9 | 12100 |
| met3 | 6.4 | 3.24 | 1650 |
| met1 | 46 | 22.3 | 11900 |
| met4 | 1.4 | 1.87 | 363 |
| met5 | 0.050 | 0 | 13 |
No activity file was given, so power comes from the tool's default toggle rates.
